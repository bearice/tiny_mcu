--- design/flow/constraint.sdc ---
current_design uart_rx

set clk_period 10.5
set clk_io_pct 0.2

create_clock -name clk0 -period $clk_period [get_ports {clk}]

set non_clock_inputs [all_inputs -no_clocks]
set_input_delay [expr $clk_period * $clk_io_pct] -clock clk0 $non_clock_inputs
set_output_delay [expr $clk_period * $clk_io_pct] -clock clk0 [all_outputs]
--- design/flow/run.sh ---
#!/bin/bash
# OpenROAD 26Q1-2900-gdf79404cd8, Yosys 0.63+post, stock flow scripts
make -C /OpenROAD-flow-scripts/flow DESIGN_CONFIG=/design/flow/config.mk WORK_HOME=/design/flow/orfs finish
--- design/flow/design.v ---
module uart_tx (
        input clk,
        input reset,
        input [31:0] prescale,
        input tx_ready,
        input [7:0] tx_data,
        output reg tx,
        output reg tx_busy
    );
    localparam TX_IDLE = 0;
    localparam TX_START = 1;
    localparam TX_DATA = 2;
    localparam TX_STOP = 3;
    localparam TX_CLEAN = 4;
    reg [7:0] data;
    reg [2:0] state;
    reg [2:0] bit_count;
    reg [31:0] counter;
    always @(posedge clk or negedge reset) begin
        if (!reset) begin
            state <= TX_IDLE;
            bit_count <= 0;
            counter <= 0;
            data <= 0;
            tx_busy <= 1'b0;
        end else begin
            case(state)
                TX_IDLE: begin
                    tx <= 1'b1;
                    counter <= 0;
                    if(tx_ready) begin
                        data <= tx_data;
                        tx_busy <= 1'b1;
                        state <= TX_START;
                    end else begin
                        state <= TX_IDLE;
                    end
                end
                TX_START: begin
                    tx <= 1'b0;
                    if (counter < prescale-1) begin
                        counter <= counter + 1;
                        state <= TX_START;
                    end else begin
                        bit_count <= 0;
                        counter <= 0;
                        state <= TX_DATA;
                    end
                end
                TX_DATA: begin
                    tx <= data[bit_count];
                    if (counter < prescale-1) begin
                        counter <= counter + 1;
                        state <= TX_DATA;
                    end else begin
                        counter <= 0;
                        if (bit_count<7) begin
                            bit_count <= bit_count + 1;
                            state <= TX_DATA;
                        end else begin
                            state <= TX_STOP;
                        end
                    end
                end
                TX_STOP: begin
                    tx <= 1'b1;
                    if (counter < prescale-1) begin
                        counter <= counter + 1;
                        state <= TX_STOP;
                    end else begin
                        counter <= 0;
                        state <= TX_CLEAN;
                    end
                end
                TX_CLEAN: begin
                    tx_busy <= 1'b0;
                    state <= TX_IDLE;
                end
                default: begin
                    state <= TX_IDLE;
                end
            endcase
        end
    end
endmodule
module uart_rx (
        input clk,
        input reset,
        input [31:0] prescale,
        input rx,
        output reg [7:0] rx_data,
        output reg rx_busy,
        output reg rx_error,
        output reg rx_ready
    );
    localparam RX_IDLE = 0;
    localparam RX_START = 1;
    localparam RX_DATA = 2;
    localparam RX_STOP = 3;
    localparam RX_CLEAN = 4;
    reg sync;
    reg rxd;
    always @(posedge clk or negedge reset) begin
        if (!reset) begin
            sync<=1;
            rxd<=1;
        end else begin
            sync <= rx;
            rxd <= sync;
        end
    end
    reg [7:0] data;
    reg [2:0] state;
    reg [2:0] bit_count;
    reg [31:0] counter;
    always @(posedge clk or negedge reset) begin
        if (!reset) begin
            state <= RX_IDLE;
            bit_count <= 0;
            counter <= 0;
            data <= 0;
            rx_busy <= 0;
            rx_error <= 3'b000;
            rx_ready <= 0;
            rx_data <= 0;
        end else begin
            case(state)
                RX_IDLE: begin
                    if(rxd == 1'b0) begin
                        counter <= 0;
                        rx_busy <= 1'b1;
                        state <= RX_START;
                    end else begin
                        rx_busy <= 1'b0;
                    end
                end
                RX_START: begin
                    if (counter < (prescale-1>>1)) begin
                        counter <= counter + 1;
                        state <= RX_START;
                    end else begin
                        if (rxd == 1'b0) begin
                            counter <= 0;
                            bit_count <= 0;
                            data <= 0;
                            state <= RX_DATA;
                        end else begin
                            state <= RX_IDLE;
                            rx_error <= 1'b1;
                        end
                    end
                end
                RX_DATA: begin
                    if (counter < prescale-1) begin
                        counter <= counter + 1;
                        state <= RX_DATA;
                    end else begin
                        data[bit_count] <= rxd;
                        counter <= 0;
                        if (bit_count < 7) begin
                            bit_count <= bit_count + 1;
                            state <= RX_DATA;
                        end else begin
                            bit_count <= 0;
                            state <= RX_STOP;
                        end
                    end
                end
                RX_STOP: begin
                    if (counter < prescale-1) begin
                        counter <= counter + 1;
                        state <= RX_STOP;
                    end else begin
                        rx_data <= data;
                        rx_ready <= 1'b1;
                        counter <= 0;
                        state <= RX_CLEAN;
                    end
                end
                RX_CLEAN: begin
                    rx_busy <= 1'b0;
                    rx_ready <= 1'b0;
                    rx_error <= 1'b0;
                    state <= RX_IDLE;
                end
                default: begin
                    state <= RX_IDLE;
                end
            endcase
        end
    end
endmodule
--- design/flow/config.mk ---
export PLATFORM = sky130hd
export DESIGN_NAME = uart_rx
export DESIGN_NICKNAME = uart_rx
export VERILOG_FILES = /design/flow/design.v
export SDC_FILE = /design/flow/constraint.sdc
export NUM_CORES = 4
export LEC_CHECK = 1
export CORE_UTILIZATION = 50
==> run notes <==
The run finished with clean final reports. Across all layers, the routed design uses 5288 vias. The timing endpoint of the critical path is rx_data[6]. Wire segments on met3 add up to 641 um in the final route. In the routed netlist, the antenna diode instances number 0. The analysis reports a worst IR drop on VDD of 152 uV. The dominant synthesized flop cell is sky130_fd_sc_hd__dfrtp_1. The tools report the number of warnings printed during yosys synthesis as 1.

The run gives 0.315 as the share of power burned in registers. Setup violation total in the final timing report: 0. The count of boundary I/O pins came out at 46.

The total of flip-flops plus latches after synthesis came out at 61. In the detailed route, the total length drawn on met2 is 6120 um. Total number of placement rows: 39. The number of flops mapped to enable cells by yosys works out to 0. For the final weighted congestion in routability-driven placement, the log shows 0.881. The final hold violation count is 0, and the fraction of registers with async set/reset is 1.00. The maximum fanout encountered on the critical timing path is 19.

Summing over the stages, the warning tally comes to 28. The initial antenna violation count came out at 0. The number of buffer cells added on primary ports was 45. Final standard cell count with taps included and fillers excluded: 870.

The final max-slew violation count recorded for this run is 0. For the worst flop-to-flop path, the logic depth is 11. The count of distinct cell types in the synthesized netlist came out at 79. Setup repair after global routing left no endpoint under its margin. The detail route stage leaves a number of antenna-violating nets equal to 0. The worst-case reg-to-reg setup slack stands at 6730 ps. The standby leakage power came out at 2.96 nW. Looking at the post-CTS report, the setup buffer insertion count equals 0. In the post-route report, total wirelength is listed as 14400 um. The tools report the terminus of the critical flop-to-flop path as counter[28].

The detailed router used layers up to and including met4. The data required time reported for the critical path is 10700 ps. The run reported a max-capacitance violation count of 0. The core region is 11500 sq um. The per-cell via count in the routed design is 6.08, and the critical path arrival is 8130 ps.

Buffers inserted during clock tree synthesis total 9. Entering global routing, the biggest net connects 41 pins. The run gives 0.248 for the portion of total power attributed to the clock network.

Yosys instantiated no cell more often than sky130_fd_sc_hd__nand2_1. Summed over all layers, the global routing overflow is 0. With the number of global-route vias before repair at 5079, the horizontal die dimension is 111 um. The run gives 871 ps for the transition time at the pin with the least slew margin. After layout, the worst setup slack is 2570 ps.

The first global-routing pass estimated 25200 um of wire. By count the netlist is led by 70 x sky130_fd_sc_hd__nand2_1, 58 x sky130_fd_sc_hd__dfrtp_1, 54 x sky130_fd_sc_hd__ha_1, 46 x sky130_fd_sc_hd__nor2_1, 44 x sky130_fd_sc_hd__nand3_1. The mapped cell area was 5900 sq um; the number of design rule violations left after detail routing was 0. The overall track demand over capacity in global routing was 0.255.

Sorting the synthesized cells by area gives the leading types as sky130_fd_sc_hd__dfrtp_1 25%, sky130_fd_sc_hd__ha_1 11%, sky130_fd_sc_hd__nand2_1 4.5%, sky130_fd_sc_hd__nand3_1 3.7%, sky130_fd_sc_hd__xnor2_1 3.0%. Area growth from synthesis to layout: 14.5%. The critical path start-end classification is in -> reg. Setup total negative slack on the finished layout was measured at 0 ps. The tools report the detailed router's first-iteration violation count as 438. Per the OpenROAD floorplan log, the area of the die is 12200 sq um. TritonCTS built the clock tree. After detailed placement, the design holds a cell count of 854.

The root buffer cell is sky130_fd_sc_hd__clkbuf_16. The post-route report lists met1 wire length as 7510 um. The H-tree generated during clock tree synthesis spans 3 levels. Per the post-synthesis report, the number of cells in the design is 691. The clock drives 61 sinks.

The startpoint of the worst register-to-register path is counter[14]. STA classifies the critical path endpoint as a flip-flop. The run gives 0.246 for the portion of synthesized cell area occupied by the leading cell type. The clock transition at the register clock pins on the worst setup and hold paths after CTS was 50 ps; the fraction of power spent switching nets was 0.392. The flow reports an fmax of 126 MHz. Looking at area per cell type in the netlist, the leader is sky130_fd_sc_hd__dfrtp_1.

The internal power of the cells totals 0.000821 W. Note that the worst hold path type here is reg -> reg. The clock passes through at most 2 buffers. The routed length per placed instance is 16.6 um.

The critical path starts at prescale[0]. The net switching power came out at 0.000529 W. Power per standard cell area: 200 nW/um^2. For this design, Yosys synthesis ends with a cell count of 691. OpenSTA, run right after detailed placement, puts the worst setup slack at 2230 ps. For the final database, setup skew stands at 6.18 ps.

The run gives 998 for the number of fill cells. Measured along the y axis, the die boundary spans 111 um. The report puts the hold buffer count at CTS at 0.

Once the clock tree was built, the resizer swapped 0 gates to a different size. Number of iterations in the first detailed-routing pass: 5. Fraction of the cycle the final worst path needs: 0.755.

The run gives 7930 ps for the time the final worst path needs with I/O delays and setup. The worst setup path is launched from an input pin. With the proportion of layout cells with a drive suffix above 1 at 0.0812, the mean cell area of the mapped netlist is 8.54 sq um. The tools report the relative slew slack as 0.404. For this run the detailed placement stage logged an HPWL of 11000 um. Yosys reports a chip area of 5900 sq um.

For the starting utilization of the core area, the log shows 0.515. With the clock latency on the worst-skew pair at 320 ps, the portion of total power attributed to combinational logic is 0.437. The run gives 0.259 for the register area share after synthesis.
-- power groups by stage --
stage / registers (W) / clock network, W / logic, W
CTS: 0.000425 / 0.000339 / 0.000592
global route: 0.000443 / 0.000349 / 0.000668
finish: 0.000426 / 0.000335 / 0.000590
-- flip-flops by register name (all words and copies together) (netlist names) --
name and flops:
counter 32, data 8, rx_data 8, state 5, bit_count 3, rx_busy 1
rx_error 1, rx_ready 1, rxd 1, sync 1
-- logic make-up (layout without fill, tap and decap cells) --
group / after synthesis / after routing / synth area share
flip-flops: 61 / 61 / 0.259
AND-OR/OR-AND: 165 / 165 / 0.213
multiplexers: 15 / 15 / 0.0273
adder cells (fa/ha/maj): 54 / 54 / 0.114
AND/OR/NAND/NOR: 309 / 309 / 0.283
XOR/XNOR: 32 / 32 / 0.0615
buffers and inverters: 55 / 91 / 0.0417
-- layout by cell type (no fill, tap or decap), types with 20 or more instances in the layout --
cell type                         netlist  layout
sky130_fd_sc_hd__nand2_1               70      70
sky130_fd_sc_hd__dfrtp_1               58      58
sky130_fd_sc_hd__ha_1                  54      54
sky130_fd_sc_hd__nor2_1                46      46
sky130_fd_sc_hd__nand3_1               44      44
sky130_fd_sc_hd__clkdlybuf4s50_1        0      44
sky130_fd_sc_hd__inv_1                 25      25
sky130_fd_sc_hd__a21oi_1               25      25
sky130_fd_sc_hd__a21o_1                21      21
sky130_fd_sc_hd__o211ai_1              21      21
sky130_fd_sc_hd__xnor2_1               20      20
-- how the worst min path moves through the flow --
stage,end,startpoint,depth (start not counted)
CTS,rxd,sync,0
global route,rxd,sync,0
finish,rxd,sync,0
-- cell type report --
type,count,area (sq um),share of cell area
inverters,25,93.8,0.0139
multi-input cells,575,4130,0.611
repair buffers,50,483,0.0715
flip-flops and latches,61,1530,0.226
clock inverters,3,65.1,0.00963
clock buffers,13,280,0.0415
well taps,143,179,0.0265
-- per-layer routing --
metal  vias to the layer above  global-route usage
li1                       2676                   -
met1                      2507               0.434
met2                        93               0.373
met3                        12              0.0240
met4                         0              0.0311
met5                         -                   0
-- worst max-delay path, stage by stage --
cell,delay (ps)
sky130_fd_sc_hd__clkdlybuf4s50_1,470
sky130_fd_sc_hd__inv_1,80
sky130_fd_sc_hd__ha_1,210
sky130_fd_sc_hd__nor4b_1,660
sky130_fd_sc_hd__nand3_1,340
sky130_fd_sc_hd__nor2_1,300
sky130_fd_sc_hd__nand2_1,130
sky130_fd_sc_hd__or3_1,350
sky130_fd_sc_hd__or2_2,320
sky130_fd_sc_hd__nor2_1,120
sky130_fd_sc_hd__xnor2_1,110
sky130_fd_sc_hd__ha_1,300
sky130_fd_sc_hd__nand4_1,130
sky130_fd_sc_hd__nor2_1,310
sky130_fd_sc_hd__nand3b_1,140
sky130_fd_sc_hd__mux2_2,300
sky130_fd_sc_hd__a311oi_2,320
sky130_fd_sc_hd__a211o_1,570
sky130_fd_sc_hd__and2_1,470
sky130_fd_sc_hd__mux2_1,370
-- through the flow --
stage          cell area [sq um]   util  hold slack (ps)  power, W
3_5_place_dp                6410  0.559              347   0.00102
3_3_place_gp                6410  0.559              346   0.00100
2_1_floorplan               5900      -              345  0.000841
5_1_grt                     6760  0.589              359   0.00146
4_1_cts                     6760  0.589              355   0.00136
6_report                    6760  0.589              353   0.00135
Power figures rest on the tool's default switching activity, not on a simulated workload.
