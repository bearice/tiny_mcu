==> flow/run.sh <==
#!/bin/bash
# OpenROAD 26Q1-2900-gdf79404cd8, Yosys 0.63+post, stock flow scripts
make -C /OpenROAD-flow-scripts/flow DESIGN_CONFIG=/design/flow/config.mk WORK_HOME=/design/flow/orfs finish
==> flow/config.mk <==
export PLATFORM = sky130hd
export DESIGN_NAME = hsv2rgb
export DESIGN_NICKNAME = hsv2rgb
export VERILOG_FILES = /design/flow/design.v
export SDC_FILE = /design/flow/constraint.sdc
export NUM_CORES = 4
export LEC_CHECK = 1
export CORE_UTILIZATION = 40
==> flow/constraint.sdc <==
current_design hsv2rgb

set clk_period 25.0
set clk_io_pct 0.2

create_clock -name clk0 -period $clk_period

set non_clock_inputs [all_inputs -no_clocks]
set_input_delay [expr $clk_period * $clk_io_pct] -clock clk0 $non_clock_inputs
set_output_delay [expr $clk_period * $clk_io_pct] -clock clk0 [all_outputs]
==> flow/design.v <==
module hsv2rgb (
        input [7:0] h,
        input [7:0] s,
        input [7:0] v,
        output [7:0] r,
        output [7:0] g,
        output [7:0] b
    );
    wire [7:0] region = h / 43;
    wire [7:0] remainder = (h - (region *43)) * 6;
    wire [7:0] p = (v * (255 - s)) >> 8;
    wire [7:0] q = (v * (255 - ((s * remainder) >> 8))) >> 8;
    wire [7:0] t = (v * (255 - ((s * (255 - remainder)) >> 8))) >> 8;
    reg [23:0] out;
    assign {r,g,b} = out;
    always @* begin
        if (s == 0) begin
            out = {v,v,v};
        end
        else begin
            case (region)
                0: begin
                    out = {v,t,p};
                end
                1: begin
                    out = {q,v,p};
                end
                2: begin
                    out = {p,v,t};
                end
                3: begin
                    out = {p,q,v};
                end
                4: begin
                    out = {t,p,v};
                end
                default: begin
                    out = {v,p,q};
                end
            endcase
        end
    end
endmodule
==> run_results.csv <==
group,metric,value,unit
synth,yosys.area_share.xor_xnor,5.18,%
synth,ys_warn_count,1,
placement,hpwlAfterDp,24600,um
detailed_routing,vias_per_cell,5.16,
die,top_level_ports,48,
sta,slew_violations,0,
sta,hold_violations,0,
critical_path,cp_max_fo,7,
finish,nFillCells,2880,
critical_path,cp.buffers_inverters,13,
die,die-area,0.0310,mm2
synth,ys_sh_aoi,13.1,%
detailed_routing,drt-total-wl,31300,um
sta,period_minus_slack,24.27,ns
global_routing,grt_pass1_wl,54100,um
critical_path,max_stage_delay,0.55,ns
status,status,"finished clean",
critical_path,worstSetupPathType,"in2out",
finish,seq_area,0,um2
synth,synth.logic.top_family,"adder cells",
sta,worst_slew_pin_slew,0.804,ns
global_routing,grt_start_max_net_pins,33,
worst_hold_path,hp-class,"in2out",
synth,syn_avg_cell_area,8.11,um2
run,max_cap_violations,0,
synth,ys_area,0.0121,mm2
placement,dp.cells,1938,
die,num_rows,63,
detailed_routing,antenna_left,0,
synth,fa_ha_area_share,50.5,%
synth,syn_inst,1495,
detailed_routing,wl_per_cell,16.0,um
synth,synth_cell_type_count,86,
detailed_routing,drt-initial-drc-count,462,
synth,ys_seq_share,0,%
global_routing,grt_pass1_vias,10500,
synth,simple_gate_area_share,19.8,%
finish,drive_gt1_share,8.50,%
sta,max_freq,41.2,MHz
synth,yosys-top-cells-area,"fa_1 (32%), ha_1 (18%), inv_1 (9.3%), nor2_1 (4.1%), and2_1 (4.0%)",
die,core-area,0.0297,mm2
sta,slew_headroom,46.4,%
finish,syn_to_final_growth,12.5,%
finish,ff_count,0,
synth,yosys.area.top_type,"fa_1",
critical_path,worst_ep_required_time,20.00,ns
detailed_routing,via_count,10100,
finish,stdcell_count,1955,
die,die_h,176,um
critical_path,start_kind,"primary input",
die,initCoreUtil,40.8,%
critical_path,cp_slowest_cell,"fa_1",
global_routing,grtUsageTotal,22.8,%
synth,muxShareOfSynthArea,0.258,%
critical_path,cp_top_family,"adder cells",
detailed_routing,firstDrtPassIters,4,
synth,ys_top_cells_by_count,"inv_1 (299), fa_1 (196), ha_1 (176)",
global_routing,gr-total-overflow,0,
detailed_routing,antennaDiodeCount,0,
synth,top_area_share,32.4,%
detailed_routing,remaining_drc_errors,0,
die,die_x,176,um
critical_path,worstPathArrival,19.27,ns
sta,setup_violations,0,
synth,most_common_cell,"inv_1",
synth,ys_cells,1495,
run,warnings,36,
synth,synth.cell_area,0.0121,mm2
placement,io_buffers,48,
clocking,cts_hold_buf,0,
global_routing,antenna_found_initial,0,
critical_path,end_kind,"output port",
sta,fin_crit_sh,97.1,%
placement,gp_congestion,0.944,
finish,clock_buffers,0,
finish,logic_area,0.0110,mm2
## cell type report
type	count	share of cell area, %
timing repair buffer	122	7.76
multi-input combinational	1139	80.3
tap	390	3.58
inverter	304	8.37
## metal layers
metal	track usage (%)	routed length, um
met4	3.08	524
met1	34.8	14700
met3	5.75	2360
met5	0	0
met2	34.5	13700
## logic make-up (layout without fill, tap and decap cells)
group | Yosys count | count (layout)
muxes | 3 | 3
AOI/OAI and AO/OA | 223 | 223
xor gates and xnor gates | 67 | 67
buffers and inverters | 356 | 426
adders and majority gates | 372 | 372
and+or+nand+nor | 474 | 474
## cell usage in the layout (no fill, tap or decap), drive strengths merged, types with 46 or more instances in the layout
cell type / n
buf: 74
fa: 196
nand2b: 59
ha: 176
xnor2: 46
inv: 300
a21oi: 53
and2: 77
nand2: 103
nor2: 136
## repair_timing
action,4_1_cts,5_1_grt
hold endpoints to repair,0,0
buffers inserted,1,16
resized,1,46
pin swaps,1,27
cloned,0,0
setup endpoints to repair,1,24
## final timing paths
check | endpoint | startpoint | cells past startpoint
setup / recovery | g[3] | h[4] | 61
hold / removal | g[7] | h[6] | 7
## metrics by stage
stage	area, um2	setup slack [ns]	utilization [%]	setup TNS [ns]	hold slack [ns]
after global routing	13600	-0.0632	45.9	-0.200	11.20
after CTS	13300	0.000988	44.8	0	11.18
final	13600	0.728	45.9	0	11.11
after global placement	13300	0.195	44.8	0	11.18
after floorplan	12100	1.35	-	0	10.09
after detailed placement	13300	-0.00495	44.8	-0.00495	11.16
