--- design/flow/run.sh ---
#!/bin/bash
# OpenROAD 26Q1-2900-gdf79404cd8, Yosys 0.63+post, stock flow scripts
make -C /OpenROAD-flow-scripts/flow DESIGN_CONFIG=/design/flow/config.mk WORK_HOME=/design/flow/orfs finish
--- design/flow/config.mk ---
export PLATFORM = sky130hd
export DESIGN_NAME = MCU
export DESIGN_NICKNAME = MCU
export VERILOG_FILES = /design/flow/design.v
export SDC_FILE = /design/flow/constraint.sdc
export NUM_CORES = 4
export LEC_CHECK = 1
export CORE_UTILIZATION = 30
--- design/flow/constraint.sdc ---
current_design MCU

set clk_period 12.8
set clk_io_pct 0.2

create_clock -name clk0 -period $clk_period [get_ports {clk}]

set non_clock_inputs [all_inputs -no_clocks]
set_input_delay [expr $clk_period * $clk_io_pct] -clock clk0 $non_clock_inputs
set_output_delay [expr $clk_period * $clk_io_pct] -clock clk0 [all_outputs]
--- design/flow/design.v ---
module ALU(
        input [15:0] in1,in2,
        input [2:0] op,
        output [15:0] out,
        output [3:0] flags
    );
    wire z,s,o;
    reg c;
    reg [15:0] val;
    always @(*) begin
        case (op)
            4'b000: {c,val} = in1 + in2;
            4'b001: begin
                val = in1 - in2;
                c = !val[15];
            end
            4'b010: val = in1 * in2;
            4'b011: val = in1 >> in2;
            4'b100: val = in1 & in2;
            4'b101: val = in1 | in2;
            4'b110: val = in1 ^ in2;
            4'b111: val = in1 << in2;
        endcase
    end
    assign o = out[15] ^ out[14];
    assign z = (out == 0)? 1'b1 : 1'b0;
    assign s = out[15];
    assign flags = {c,z,s,o};
    assign out = val;
endmodule
module MCU  (
        input clk,reset,
        input [15:0] data_in,
        input mem_ready,
        output reg [15:0] addr_bus,
        output reg mem_en,write_en,
        output reg [15:0] data_out,
        output [2:0] dbg_state,
        output [31:0] dbg
    );
    localparam ST_FETCH = 3'b000;
    localparam ST_DECODE = 3'b001;
    localparam ST_EXECUTE = 3'b010;
    localparam ST_WRITEBACK = 3'b100;
    localparam ST_DONE = 3'b111;
    localparam REG_PC = 4'b0100;
    localparam REG_SP = 4'b0101;
    localparam REG_FLG = 4'b0110;
    localparam REG_CTL = 4'b0111;
    localparam OP_JUMP = 4'b1000;
    localparam OP_LOAD = 4'b1001;
    localparam OP_MOVE = 4'b1010;
    assign dbg_state = ~state;
    assign dbg = {r[REG_PC],ir};
    reg [2:0] state;
    reg [15:0] ir;
    reg [15:0] r[8];
    wire [3:0] op = ir[3:0];
    wire is_alu = !op[3];
    wire [3:0] x = ir[7:4];
    wire [3:0] y = ir[11:8];
    wire [3:0] z = ir[15:12];
    wire [3:0] flags = r[REG_FLG][3:0];
    reg [15:0] alu_op1 = x[3] ? x[2:0] : r[x[2:0]];
    reg [15:0] alu_op2 = y[3] ? y[2:0] : r[y[2:0]];
    wire [15:0] alu_out;
    wire [3:0] alu_flags;
    ALU alu(
            .op(op),
            .in1(alu_op1),
            .in2(alu_op2),
            .flags(alu_flags),
            .out(alu_out)
        );
    reg mem_read,mem_write,jmp_en,decr_y,incr_z;
    reg [15:0] out;  
    reg [15:0] new_pc;
    always @(posedge clk or negedge reset) begin
        if (!reset) begin
            int i;
            for(i=0;i<8;i=i+1) begin
                r[i] <= 0;
            end
            state <= 0;
            ir <= 0;
            mem_read <= 0;
            mem_en <= 0;
            write_en <= 0;
        end else begin
            case(state)
                ST_FETCH: begin
                    mem_read <= 1'b0;
                    mem_write <= 1'b0;
                    incr_z <= 1'b0;
                    decr_y <= 1'b0;
                    jmp_en <= 1'b0;
                    if (mem_ready) begin
                        ir <= data_in;
                        mem_en <= 1'b0;
                        state <= ST_DECODE;
                    end else begin
                        addr_bus <= r[REG_PC];
                        mem_en <= 1'b1;
                        write_en <= 1'b0;
                        state <= ST_FETCH;
                    end
                end
                ST_DECODE:begin
                    if (op == OP_MOVE) begin  
                        mem_read <= x[0];
                        mem_write <= x[1];
                        incr_z <= x[2];
                        decr_y <= x[3];
                    end else if (op == OP_JUMP) begin  
                        jmp_en <= ((x&flags)==y)?1'b1:1'b0;
                        out <= z[3] ? z[2:0] : r[z[2:0]];
                    end else if (op == OP_LOAD) begin  
                        out <= z[3] ? {z[15:8],x,y} : {x,y,z[7:0]};
                    end
                    state <= ST_EXECUTE;
                end
                ST_EXECUTE:begin
                    if (is_alu) begin
                        out <= alu_out;
                        new_pc <= r[REG_PC] + 1;
                        r[REG_FLG][3:0] <= {alu_flags};
                        state <= ST_WRITEBACK;
                    end else if(mem_read) begin
                        if (mem_ready) begin
                            out <= data_in;
                            mem_en <= 1'b0;
                            write_en <= 1'b0;
                            new_pc <= r[REG_PC] + 1;
                            state <= ST_WRITEBACK;
                        end else begin
                            addr_bus <= y[3]?r[y[2:0]]:y[2:0];
                            mem_en <= 1'b1;
                            write_en <= 1'b0;
                            state <= ST_EXECUTE;
                        end
                    end else if (jmp_en) begin
                        new_pc <= out;
                        state <= ST_WRITEBACK;
                    end else begin
                        new_pc <= r[REG_PC] + 1;
                        state <= ST_WRITEBACK;
                    end
                end
                ST_WRITEBACK:begin
                    if(mem_write) begin
                        if (mem_ready) begin
                            mem_en <= 1'b0;
                            state <= ST_DONE;
                        end else begin
                            addr_bus <= r[z[2:0]];
                            data_out <= out;
                            mem_en <= 1'b1;
                            write_en <= 1'b1;
                            state <= ST_WRITEBACK;
                        end
                    end else begin
                        if (z < 4'b0111) r[z[2:0]] <= out;
                        state <= ST_DONE;
                    end
                end
                ST_DONE: begin
                    r[REG_PC] <= new_pc;
                    if(incr_z) r[z] <= r[z] + 1;
                    if(decr_y) r[y] <= r[y] - 1;
                    state <= ST_FETCH;
                end
            endcase
        end
    end
endmodule
==> run summary <==
run metrics: CTS root buf=clkbuf_16, reg2reg setup slack=3.11 ns, die width=approximately 290 um, main flop type=dfrtp_1, Final ANT Viol Nets=0, EDFF count, synth=roughly 68, Worst Setup SP=ir[10]$_DFFE_PN0P_, initial antenna violation count=4, PostCTS Resize Cnt=0, number of max-cap violations=0, fmax=0.1031 GHz, area share, top type=between 15 and 20%, DRC violations left=0, Initial DRC Count=~3300, Critical Path RT=between 10 and 15 ns, routed length per instance=between 20 and 30 um, count of pins over their slew limit=0, min Tclk post-route=just under 10 ns, top cells by area=dfrtp_1 (16%), edfxtp_1 (8.5%), fa_1 (6.8%), ys cells=between 3000 and 4000, Clock Skew=approximately 0.018 ns, number of global-route vias before repair=roughly 24000, Tool Warnings=around 56, Yosys warning total=6, register pins left without a clock=1, Setup-failing EPs final=0, port buffer count=approximately 87, GPL Wtd Cong=roughly 1.1, placed instance area=approximately 26000 um2, CTS clk-pin slew, worst paths=0.06 ns, Reg-to-Reg Start=ir[10]$_DFFE_PN0P_, Critical Path End Type=flip-flop, Reg2Reg Capture Point=r[6][2]$_DFFE_PN0P_, layout cell share with drive strength beyond 1=a little under a tenth, Yosys top cell by area=dfrtp_1, die area=81530 um2, CTS tree=yes, core area=approximately 79000 um2, GRT Total Usage=roughly 30%, via count=25836, worst setup path endpoint=r[6][2]$_DFFE_PN0P_, pin slew with the least headroom to its limit=1.054 ns, critical path fanouts, max=49, Worst EP arrival=10.16 ns, class of the worst hold path=reg -> reg, vias per inst=between 6 and 7, Gate Count Post-Synth=roughly 3100, Yosys Chip Area=approximately 24000 um2, post-route cell area=27360 um2, post-CTS setup buffers=0, crit path kind=reg -> reg, period utilisation layout=approximately 76%, worst hold-check slack=approximately 0.48 ns, largest net degree at the start of global routing=between 60 and 70, RSZ-0062 raised after global routing=false, Final Hold Fails=0, # rows=between 100 and 150, register bit total from synthesis=roughly 220, Late-Pin Clk Latency=0.57 ns, Pwr per Cell Area=approximately 58 nW/um2, synthesized area=24120 um2, first-pass iteration count of the detailed router=7, clock buffer count from CTS=26, Crit path largest cell delay=about 0.74 ns, CP dominant cell by count=fa_1, global-route wire length before repair=around 170000 um, Core Util at FP=30.43%, Rel. slew slack=29.76%, fraction of registers with async set/reset=68.49%, Leak=between 10 and 15 nW, endpoints left unconstrained=1, total global routing overflow=0, Avg Cell Area, Syn=about 8 um2, Peak VDD IR=around 0.000086 V, die height=285.5 um, r2r worst-path depth=31, Cell Type Count=slightly above 90, status=completed, hold_buf cts=0, H-Tree Depth=1, hpwl dp=87720 um, Routed WL=approximately 120000 um, synth cell count leaders=nor2_1 (420), nand2_1 (299), a21oi_1 (188), Filler Cell Count=between 8000 and 9000, fin util=between 30% and 40%, final setup TNS=0 ns, Area Overhead vs Synth=13.45%, Critical Path Slowest Stage Cell=dfrtp_2, num ports=about 88, most frequent cell after synthesis=nor2_1, Bufs on Longest Clock Path=3, Startpoint Class=flip-flop
==> state kept, by name, summed over array words and instances (netlist names) <==
name       count
write_en       1
data_out      16
mem_en         1
r            128
new_pc        16
decr_y         1
alu.c          1
state          3
ir            16
mem_read       1
jmp_en         1
addr_bus      16
incr_z         1
mem_write      1
out           16
==> layout make-up <==
type	count	area, um2	share of cell area, %
repair buffers	218	1856	6.782
flip-flops and latches	219	5822	21.28
clock buffers	30	686.9	2.511
clock inverters	18	271.5	0.9924
inverters	185	694.4	2.538
multi-input cells	2441	16710	61.09
diodes	1	2.502	0.009146
well taps	1050	1314	4.802
==> worst min path at each step <==
stage	start	slack, ns	cells after the start	end
6_report	out[10]$_DFFE_PP_	0.48	0	data_out[10]$_DFFE_PP_
5_1_grt	mem_en$_DFFE_PN0P_	0.51	2	mem_en$_DFFE_PN0P_
4_1_cts	mem_en$_DFFE_PN0P_	0.49	2	mem_en$_DFFE_PN0P_
==> report_power, final <==
part	switching [W]	internal, W	leakage (nW)
combinational	0.0000142	0.00000607	7.56
sequential	0.0000000855	0.000715	2.74
clock	0.000330	0.000525	0.454
total	0.000344	0.00125	10.8
==> cells by family (layout without fill, tap and decap cells) <==
family          count (synthesis)  after routing  synth area share [%]
simple gates                 1055           1055                 19.47
compound gates                963            963                 27.09
buf+inv                       420            451                 7.040
flops                         218            218                 24.03
fa+ha+maj                     182            182                 11.99
mux                           140            140                 6.355
xor+xnor                      101            101                 3.958
latches                         1              1               0.06224
other cells                     0              1                     0
==> per-layer routing <==
layer	GRT usage, %	vias to the layer above	part of all wire (%)
li1	-	11184	-
met1	39.22	12307	37
met2	41.35	1868	41
met3	11.34	471	13
met4	17.21	6	7.8
met5	0	-	0.028
==> metrics by stage <==
stage               worst slack, ns  total power [W]  std cells
floorplan                     4.510        0.0007298       3080
global placement              3.325        0.0007497       4113
detailed placement            3.295        0.0007497       4113
CTS                           3.262         0.001598       4161
global route                  2.571         0.001619       4161
finish                        3.105         0.001591       4162
==> cells in the final DEF (no fill, tap or decap), types with 98 or more instances in the layout <==
master	netlist	layout
buf_4	8	131
nand2_1	299	299
mux2i_1	98	98
a211oi_1	161	161
inv_1	170	170
nor2_1	420	412
ha_1	100	100
o21ai_0	174	174
a21oi_1	188	185
dfrtp_1	150	141
==> worst max-delay path, delay by kind of cell, from the launching register on <==
family                     cells  cell delay [ns]
AOI/OAI and AO/OA              7             1.80
xor gates and xnor gates       2             0.69
adders and majority gates      8             3.45
buffers and inverters          5             1.54
DFF                            1             0.74
and+or+nand+nor                9             1.29
Power figures rest on the tool's default switching activity, not on a simulated workload.
